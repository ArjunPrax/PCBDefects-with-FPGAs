<file path="flow/config.mk">
export PLATFORM = sky130hd
export DESIGN_NAME = axi_conv_wrapper
export DESIGN_NICKNAME = axi_conv_wrapper
export VERILOG_FILES = /design/flow/design.v
export SDC_FILE = /design/flow/constraint.sdc
export NUM_CORES = 4
export LEC_CHECK = 1
export CORE_UTILIZATION = 50
export SYNTH_MEMORY_MAX_BITS = 65536
</file>
<file path="flow/constraint.sdc">
current_design axi_conv_wrapper

set clk_period 9.6
set clk_io_pct 0.2

create_clock -name clk0 -period $clk_period [get_ports {S_AXI_ACLK}]

set non_clock_inputs [all_inputs -no_clocks]
set_input_delay [expr $clk_period * $clk_io_pct] -clock clk0 $non_clock_inputs
set_output_delay [expr $clk_period * $clk_io_pct] -clock clk0 [all_outputs]
</file>
<file path="flow/design.v">
module axi_conv_wrapper #(
    parameter C_S_AXI_DATA_WIDTH = 32,
    parameter C_S_AXI_ADDR_WIDTH = 8,
    parameter DATA_WIDTH = 8,
    parameter ACC_WIDTH = 16
) (
    input wire S_AXI_ACLK,
    input wire S_AXI_ARESETN,
    input wire [C_S_AXI_ADDR_WIDTH-1:0] S_AXI_AWADDR,
    input wire S_AXI_AWVALID,
    output reg S_AXI_AWREADY,
    input wire [C_S_AXI_DATA_WIDTH-1:0] S_AXI_WDATA,
    input wire [3:0] S_AXI_WSTRB,
    input wire S_AXI_WVALID,
    output reg S_AXI_WREADY,
    output reg [1:0] S_AXI_BRESP,
    output reg S_AXI_BVALID,
    input wire S_AXI_BREADY,
    input wire [C_S_AXI_ADDR_WIDTH-1:0] S_AXI_ARADDR,
    input wire S_AXI_ARVALID,
    output reg S_AXI_ARREADY,
    output reg [C_S_AXI_DATA_WIDTH-1:0] S_AXI_RDATA,
    output reg [1:0] S_AXI_RRESP,
    output reg S_AXI_RVALID,
    input wire S_AXI_RREADY,
    input wire [DATA_WIDTH-1:0] S_AXIS_TDATA,
    input wire S_AXIS_TVALID,
    output wire S_AXIS_TREADY,
    output wire [DATA_WIDTH-1:0] M_AXIS_TDATA,
    output wire M_AXIS_TVALID,
    input wire M_AXIS_TREADY,
    output wire interrupt
);
    wire clk   = S_AXI_ACLK;
    wire rst_n = S_AXI_ARESETN;
    reg [31:0] ctrl_reg;         
    reg [31:0] status_reg;       
    reg [31:0] in_ch_reg;        
    reg [31:0] out_ch_reg;       
    reg [31:0] img_w_reg;        
    reg [31:0] img_h_reg;        
    wire start      = ctrl_reg[0];
    wire soft_reset = ctrl_reg[1];
    wire signed [ACC_WIDTH-1:0] conv_out_data;
    wire conv_out_valid;
    wire conv_done;
    reg  conv_out_ready;
    wire [DATA_WIDTH-1:0] relu_out_data;
    wire relu_out_valid;
    wire [DATA_WIDTH*9-1:0] weight_flat;
    conv3x3_engine #(
        .DATA_WIDTH(DATA_WIDTH),
        .ACC_WIDTH(ACC_WIDTH),
        .IN_CHANNELS(16),
        .OUT_CHANNELS(32),
        .IMG_HEIGHT(96),
        .IMG_WIDTH(96)
    ) conv_inst (
        .clk(clk),
        .rst_n(rst_n & ~soft_reset),
        .start(start),
        .in_data(S_AXIS_TDATA),
        .in_valid(S_AXIS_TVALID),
        .in_ready(S_AXIS_TREADY),
        .weight_flat(weight_flat),
        .out_data(conv_out_data),
        .out_valid(conv_out_valid),
        .out_ready(conv_out_ready),
        .done(conv_done)
    );
    relu #(
        .DATA_WIDTH(DATA_WIDTH)
    ) relu_inst (
        .clk(clk),
        .rst_n(rst_n & ~soft_reset),
        .enable(1'b1),
        .in_data(conv_out_data[DATA_WIDTH-1:0]),
        .in_valid(conv_out_valid),
        .out_data(relu_out_data),
        .out_valid(relu_out_valid)
    );
    assign M_AXIS_TDATA  = relu_out_data;
    assign M_AXIS_TVALID = relu_out_valid;
    always @(*) begin
        conv_out_ready = M_AXIS_TREADY;
    end
    reg [DATA_WIDTH-1:0] weight_mem [0:1023];
    assign weight_flat = {weight_mem[8], weight_mem[7], weight_mem[6],
                          weight_mem[5], weight_mem[4], weight_mem[3],
                          weight_mem[2], weight_mem[1], weight_mem[0]};
    reg [C_S_AXI_ADDR_WIDTH-1:0] write_addr;
    reg aw_valid_latched;
    always @(posedge clk) begin
        if (!rst_n) begin
            S_AXI_AWREADY    <= 1'b0;
            write_addr       <= 0;
            aw_valid_latched <= 1'b0;
        end else begin
            if (S_AXI_AWVALID && !S_AXI_AWREADY && !aw_valid_latched) begin
                S_AXI_AWREADY    <= 1'b1;
                write_addr       <= S_AXI_AWADDR;
                aw_valid_latched <= 1'b1;
            end else begin
                S_AXI_AWREADY <= 1'b0;
                if (S_AXI_WVALID && S_AXI_WREADY)
                    aw_valid_latched <= 1'b0;
            end
        end
    end
    always @(posedge clk) begin
        if (!rst_n) begin
            S_AXI_WREADY <= 1'b0;
            ctrl_reg     <= 0;
            in_ch_reg    <= 16;
            out_ch_reg   <= 32;
            img_w_reg    <= 96;
            img_h_reg    <= 96;
        end else begin
            if (S_AXI_WVALID && !S_AXI_WREADY && aw_valid_latched) begin
                S_AXI_WREADY <= 1'b1;
                case (write_addr)
                    8'h00: ctrl_reg   <= S_AXI_WDATA;
                    8'h08: in_ch_reg  <= S_AXI_WDATA;
                    8'h0C: out_ch_reg <= S_AXI_WDATA;
                    8'h10: img_w_reg  <= S_AXI_WDATA;
                    8'h14: img_h_reg  <= S_AXI_WDATA;
                endcase
            end else begin
                S_AXI_WREADY <= 1'b0;
                if (ctrl_reg[0])
                    ctrl_reg[0] <= 1'b0;
            end
        end
    end
    always @(posedge clk) begin
        if (!rst_n) begin
            S_AXI_BVALID <= 1'b0;
            S_AXI_BRESP  <= 2'b00;
        end else begin
            if (S_AXI_WREADY && !S_AXI_BVALID) begin
                S_AXI_BVALID <= 1'b1;
                S_AXI_BRESP  <= 2'b00;
            end else if (S_AXI_BREADY && S_AXI_BVALID) begin
                S_AXI_BVALID <= 1'b0;
            end
        end
    end
    reg [C_S_AXI_ADDR_WIDTH-1:0] read_addr;
    always @(posedge clk) begin
        if (!rst_n) begin
            S_AXI_ARREADY <= 1'b0;
            read_addr     <= 0;
        end else begin
            if (S_AXI_ARVALID && !S_AXI_ARREADY) begin
                S_AXI_ARREADY <= 1'b1;
                read_addr     <= S_AXI_ARADDR;
            end else begin
                S_AXI_ARREADY <= 1'b0;
            end
        end
    end
    always @(posedge clk) begin
        if (!rst_n) begin
            S_AXI_RVALID <= 1'b0;
            S_AXI_RDATA  <= 0;
            S_AXI_RRESP  <= 2'b00;
        end else begin
            if (S_AXI_ARREADY && !S_AXI_RVALID) begin
                S_AXI_RVALID <= 1'b1;
                S_AXI_RRESP  <= 2'b00;
                case (read_addr)
                    8'h00: S_AXI_RDATA <= ctrl_reg;
                    8'h04: S_AXI_RDATA <= status_reg;
                    8'h08: S_AXI_RDATA <= in_ch_reg;
                    8'h0C: S_AXI_RDATA <= out_ch_reg;
                    8'h10: S_AXI_RDATA <= img_w_reg;
                    8'h14: S_AXI_RDATA <= img_h_reg;
                    default: S_AXI_RDATA <= 32'hDEADBEEF;
                endcase
            end else if (S_AXI_RREADY && S_AXI_RVALID) begin
                S_AXI_RVALID <= 1'b0;
            end
        end
    end
    reg done_latch;
    always @(posedge clk) begin
        if (!rst_n)
            done_latch <= 1'b0;
        else if (start)
            done_latch <= 1'b0;
        else if (conv_done)
            done_latch <= 1'b1;
    end
    always @(posedge clk) begin
        if (!rst_n)
            status_reg <= 0;
        else begin
            status_reg[0]    <= done_latch;
            status_reg[1]    <= ~done_latch & ~start;
            status_reg[31:2] <= 0;
        end
    end
    assign interrupt = done_latch;
endmodule
`timescale 1ns / 1ps
module conv3x3_engine #(
    parameter DATA_WIDTH   = 8,
    parameter ACC_WIDTH    = 16,
    parameter IMG_HEIGHT   = 96,
    parameter IMG_WIDTH    = 96,
    parameter IN_CHANNELS  = 1,
    parameter OUT_CHANNELS = 1
) (
    input  wire clk,
    input  wire rst_n,
    input  wire start,
    input  wire signed [DATA_WIDTH-1:0] in_data,
    input  wire                         in_valid,
    output wire                         in_ready,
    input  wire [DATA_WIDTH*9-1:0]      weight_flat,
    output reg  signed [ACC_WIDTH-1:0]  out_data,
    output reg                          out_valid,
    input  wire                         out_ready,
    output reg                          done
);
    localparam TOTAL_OUT = (IMG_HEIGHT - 2) * (IMG_WIDTH - 2);
    wire signed [DATA_WIDTH-1:0] w [0:8];
    genvar gi;
    generate
        for (gi = 0; gi < 9; gi = gi + 1) begin : UNPACK
            assign w[gi] = weight_flat[DATA_WIDTH*gi +: DATA_WIDTH];
        end
    endgenerate
    reg signed [DATA_WIDTH-1:0] lbuf [0:2][0:IMG_WIDTH-1];
    reg signed [DATA_WIDTH-1:0] win [0:2][0:2];
    reg [$clog2(IMG_WIDTH)-1:0]              wr_col;
    reg [1:0]                                wr_buf;
    reg [$clog2(IMG_HEIGHT*IMG_WIDTH+1)-1:0] pix_in;
    reg [$clog2(TOTAL_OUT+1)-1:0]            out_cnt;
    reg                                      running;
    assign in_ready = running;
    wire signed [ACC_WIDTH-1:0] prod [0:8];
    generate
        for (gi = 0; gi < 9; gi = gi + 1) begin : MAC
            assign prod[gi] =
                {{(ACC_WIDTH-DATA_WIDTH){win[gi/3][gi%3][DATA_WIDTH-1]}}, win[gi/3][gi%3]}
              * {{(ACC_WIDTH-DATA_WIDTH){w[gi][DATA_WIDTH-1]          }}, w[gi]          };
        end
    endgenerate
    wire signed [ACC_WIDTH-1:0] mac_sum =
        prod[0]+prod[1]+prod[2]+prod[3]+prod[4]+prod[5]+prod[6]+prod[7]+prod[8];
    reg                        fire_d1;
    reg signed [ACC_WIDTH-1:0] mac_d1;
    integer i, j;
    always @(posedge clk or negedge rst_n) begin
        if (!rst_n) begin
            wr_col <= 0; wr_buf <= 0; pix_in <= 0; out_cnt <= 0;
            running <= 0; out_valid <= 0; out_data <= 0; done <= 0;
            fire_d1 <= 0; mac_d1 <= 0;
            for (i = 0; i < 3; i = i+1)
                for (j = 0; j < 3; j = j+1)
                    win[i][j] <= 0;
        end else begin
            out_valid <= 0;
            done      <= 0;
            fire_d1   <= 0;
            if (start && !running) begin
                running <= 1; wr_col <= 0; wr_buf <= 0;
                pix_in  <= 0; out_cnt <= 0; fire_d1 <= 0; mac_d1 <= 0;
                for (i = 0; i < 3; i = i+1)
                    for (j = 0; j < 3; j = j+1)
                        win[i][j] <= 0;
            end
            if (running && in_valid) begin
                lbuf[wr_buf][wr_col] <= in_data;
                win[0][0] <= win[0][1]; win[0][1] <= win[0][2];
                win[1][0] <= win[1][1]; win[1][1] <= win[1][2];
                win[2][0] <= win[2][1]; win[2][1] <= win[2][2];
                win[2][2] <= in_data;
                win[1][2] <= lbuf[(wr_buf + 2) % 3][wr_col];  
                win[0][2] <= lbuf[(wr_buf + 1) % 3][wr_col];  
                if (wr_col == IMG_WIDTH - 1) begin
                    wr_col <= 0;
                    wr_buf <= (wr_buf == 2) ? 2'd0 : wr_buf + 2'd1;
                end else begin
                    wr_col <= wr_col + 1;
                end
                pix_in <= pix_in + 1;
                if ((pix_in >= (2 * IMG_WIDTH + 1)) &&
                    (wr_col >= 2) &&
                    (wr_col <= IMG_WIDTH - 1))
                begin
                    fire_d1 <= 1;
                    mac_d1  <= mac_sum;
                end
            end
            if (fire_d1) begin
                out_data  <= mac_d1;
                out_valid <= 1;
                out_cnt   <= out_cnt + 1;
                if (out_cnt == TOTAL_OUT - 1) begin
                    done    <= 1;
                    running <= 0;
                end
            end
        end
    end
endmodule
module relu #(
    parameter DATA_WIDTH = 8
) (
    input wire clk,
    input wire rst_n,
    input wire enable,
    input wire signed [DATA_WIDTH-1:0] in_data,
    input wire in_valid,
    output reg [DATA_WIDTH-1:0] out_data,
    output reg out_valid
);
    always @(posedge clk or negedge rst_n) begin
        if (!rst_n) begin
            out_data <= 0;
            out_valid <= 0;
        end else if (enable && in_valid) begin
            if (in_data[DATA_WIDTH-1] == 1'b1) begin   
                out_data <= 0;
            end else begin
                out_data <= in_data[DATA_WIDTH-1:0];
            end
            out_valid <= 1'b1;
        end else begin
            out_valid <= 1'b0;
        end
    end
endmodule
</file>
<file path="flow/run.sh">
#!/bin/bash
# OpenROAD 26Q1-2900-gdf79404cd8, Yosys 0.63+post, stock flow scripts
make -C /OpenROAD-flow-scripts/flow DESIGN_CONFIG=/design/flow/config.mk WORK_HOME=/design/flow/orfs finish
</file>
==> GITHUB_STEP_SUMMARY <==
### Metrics collected by this job

| Metric | Value |
|---|---|
| Vias per inst | approximately 5.6 |
| Largest net degree at the start of global routing | 74 |
| Data required, critical path | about 7.7 ns |
| Syn Std Cell Area | 11490 sq um |
| Clock Sink Count | approximately 280 |
| Top delay family on crit path | buffers and inverters |
| Final setup fails | 0 |
| Ports | 121 |
| Post-synth regs | 280 |
| Clock-pin slew on the worst setup and hold paths | 0.06 ns |
| Simple-Gate Area Share | ~18% |
| Initial antenna violation count | 0 |
| Post-layout period usage | a little over a third |
| Fraction of layout cells with a size suffix above 1 | ~11% |
| R2R Setup Slk | between 7 and 8 ns |
| # DRC | 0 |
| Avg Cell Area, Syn | approximately 9.3 sq um |
| Crit start category | flop |
| Overall via count from detail_route | 9052 |
| Setup TNS | 0 ns |
| Drt pass-1 iters | 4 |
| Post-synth ARST share | between 20% and 30% |
| Register share after synthesis | between 50 and 60% |
| Routed WL | ~28000 microns |
| Crit-path cells | clkdlybuf4s50_1 |
| Worst-Skew Late Latency | ~0.53 ns |
| CTS tree | built |
| Die width | 153.6 microns |
| Die Ht | between 150 and 200 microns |
| Htree depth | 1 |
| Status | finished, final reports clean |
| Rows | around 55 |
| Ao+oa area frac | between 15 and 20% |
| Clock skew | between 0.007 and 0.008 ns |
| Worst hold-check path type | reg -> async |
| Final Slew Violations | 0 |
| Hold Buf Count CTS | 0 |
| Port bufs | ~100 |
| Final hold vios | 0 |
| Final Non-Filler Cells | 1603 |
| Post-CTS resize count | 0 |
| TritonCTS buffer count | 29 |
| Yosys stat cell total | around 1200 |
| Adder-Cell Fraction of Synth Area | 0.6531% |
| Buf/Inv on CP | 1 |
| Max frequency | approximately 0.29 GHz |
| Initial DRC Count | between 500 and 600 |
| N_diodes | 0 |
| Final hold slack | 0.2622 ns |
| Max VDD drop | between 0.15 and 0.2 mV |
| Synth Instances | between 1000 and 1500 |
| FP Core Util | roughly half |
| DIE AREA | 23600 sq um |
| XOR Share, Synth | 0.1524% |
| Slowest CP cell | clkdlybuf4s50_1 |
| RSZ-0062 raised after global routing | false |
| Slowest stage delay, CP | between 0.5 and 0.6 ns |
| Overflow left after global routing | 0 |
| Synth unique cells | ~55 |
| Minimum clock period | 3.479 ns |
| Tool warnings | 41 |
| Max Cap Viol | 0 |
| Worst r2r dst | S_AXI_RDATA[20]$_SDFFE_PN0P_ |
| Total leakage power | 5.180 nW |
| Vias in the first global route | between 8000 and 9000 |
| Clock root buffer | clkbuf_16 |
| Global-route wire length before repair | 45980 microns |
| Worst slew margin | 40.01% |
| HPWL after detailed placement | 15550 microns |
| Drt wl/cell | approximately 17 microns |
| Core footprint | around 23000 sq um |
| Primary FF master, synth | dfxtp_1 |
| CP max FO | 7 |
| Longest Clk Path Bufs | 3 |
| Post-synth area from yosys stat | approximately 11000 sq um |
| Pwr/cell area | a little over 200 nW/um^2 |
| Arrival time worst endpoint | between 1.5 and 2 ns |
| Mux share of post-synthesis cell area | a little under a tenth |
| Flip-flops with a built-in enable | 0 |
| Post-CTS Setup Repair Bufs | 0 |
| RePlAce Congestion | just over 0.8 |
| Layout area overhead | 18.56% |
| Worst-Margin Slew | just under 0.9 ns |
| Placed Cells | about 1600 |
| Synth logic family | simple AND/OR/NAND/NOR gates |
| Nature of the critical path endpoint | output pin |
| Total track usage | roughly 25% |
| RR Startpoint | read_addr[2]$_SDFFE_PN0P_ |
| Worst r2r path cells | 5 |
| Final ANT Viol Nets | 0 |
| Syn. warnings | 5 |
| Critical path type | reg -> out |
-- how the worst max path moves through the flow --
| stage | start | endpoint | cells past startpoint |
|---|---|---|---|
| after CTS | conv_inst.running$_DFF_PN0_ | S_AXIS_TREADY | 1 |
| final | conv_inst.running$_DFF_PN0_ | S_AXIS_TREADY | 1 |
| after global routing | S_AXI_ARESETN | ctrl_reg[23]$_SDFFE_PN0P_ | 5 |
-- cell type report --
| cell class | count | area (sq um) |
|---|---|---|
| sequential | 280 | 5922 |
| clock buffer | 41 | 893.4 |
| inverter | 14 | 52.55 |
| clock inverter | 12 | 93.84 |
| tap | 285 | 356.6 |
| timing repair buffer | 121 | 1165 |
| multi-input combinational | 850 | 5145 |
| fill | 1941 | 8944 |
-- per-layer routing --
metal / wire length (microns) / GRT usage [%] / share of wire (%) / vias to the layer above
li1: - / - / - / 4592
met1: 12990 / 39.19 / 47 / 4286
met2: 12800 / 39.11 / 47 / 139
met3: 1275 / 3.876 / 4.6 / 35
met4: 448 / 3.571 / 1.6 / 0
met5: 0 / 0 / 0 / -
-- cells in the final DEF (no fill, tap or decap), drive strengths merged, types with 11 or more instances in the layout --
master / count
clkbuf: 41
mux2i: 31
and3: 11
mux2: 67
nor2b: 20
a21oi: 16
inv: 15
o21ai: 219
dfrtp: 63
nor2: 16
nand2: 124
dfxtp: 217
nand4: 13
nand3: 174
clkdlybuf4s50: 101
buf: 20
a31oi: 27
a22oi: 25
-- stage by stage --
stage / instance area (sq um) / utilization, % / setup slack (ns) / power (mW)
final: 13630 / 60.38 / 6.121 / 2.774
after detailed placement: 12640 / 56.00 / 5.577 / 1.667
after global routing: 13630 / 60.38 / 5.913 / 2.901
after global placement: 12640 / 56.00 / 5.607 / 1.660
after CTS: 13630 / 60.38 / 6.072 / 2.803
after floorplan: 11510 / - / 3.309 / 1.530
-- worst reg2reg max path: stages, from the launching register on --
cell,delay [ns]
dfxtp_2,0.78
buf_4,0.52
and3_1,0.23
buf_4,0.35
a32oi_1,0.17
o21ai_1,0.11
-- kinds of logic (layout without fill, tap and decap cells) --
group / count (synthesis) / after routing
AND-OR/OR-AND: 327 / 327
other: 1 / 5
buffers and inverters: 114 / 188
XOR/XNOR: 2 / 2
adder cells (fa/ha/maj): 6 / 6
multiplexers: 98 / 98
AND/OR/NAND/NOR: 412 / 412
flip-flops: 280 / 280
-- cell usage after synthesis, types with 3 or more instances --
cell type	instances	area (sq um)
a21oi_1	16	80.08
o31ai_1	7	52.55
nor4_1	4	25.02
mux2i_1	31	310.3
nand3_1	174	870.8
nand3b_1	8	60.06
nor3_1	4	20.02
o21ai_0	209	1046
buf_4	7	52.55
or3_1	5	31.28
o211ai_1	3	22.52
ha_1	6	75.07
a21boi_0	8	60.06
buf_2	12	60.06
nand2b_1	5	31.28
and2_1	8	50.05
nand4_1	13	81.33
o21ai_1	10	50.05
dfxtp_1	217	4344
nor2_1	14	52.55
a32oi_1	6	52.55
clkbuf_1	62	232.7
a22oi_1	25	187.7
nor2b_1	20	125.1
or4_1	3	22.52
and3_1	11	68.82
buf_1	19	71.32
mux2_2	67	754.5
inv_1	14	52.55
and4_1	3	26.28
nand2_1	124	465.5
a31oi_1	27	168.9
nor3b_1	7	52.55
dfrtp_1	63	1577
-- power by group --
part	internal, mW	switching (mW)	total [mW]
clock	0.673	0.460	1.13
sequential	1.25	0.0815	1.33
combinational	0.143	0.163	0.306
total	2.07	0.704	2.77
Power is estimated from default activity; no workload was simulated.
